`/design/flow/config.mk`:
```
export PLATFORM = sky130hd
export DESIGN_NAME = SpriteRenderer
export DESIGN_NICKNAME = SpriteRenderer
export VERILOG_FILES = /design/flow/design.v
export SDC_FILE = /design/flow/constraint.sdc
export NUM_CORES = 4
export LEC_CHECK = 1
export CORE_UTILIZATION = 30
```
`/design/flow/constraint.sdc`:
```
current_design SpriteRenderer

set clk_period 7.4
set clk_io_pct 0.2

create_clock -name clk0 -period $clk_period [get_ports {Clk}]

set non_clock_inputs [all_inputs -no_clocks]
set_input_delay [expr $clk_period * $clk_io_pct] -clock clk0 $non_clock_inputs
set_output_delay [expr $clk_period * $clk_io_pct] -clock clk0 [all_outputs]
```
`/design/flow/design.v`:
```
`timescale 1ns / 1ps
module SpriteRenderer #(
    parameter Width = 640,
    parameter Height = 480,
    parameter FrameBufferZeroStartAddress = 0,
    parameter FrameBufferOneStartAddress = 614400,
    parameter SpritePixelDataStartAddress = 1228801,
    parameter SpriteWidth = 32,
    parameter SpriteHeight = 32,
    parameter SpriteSize = 2048
    )(
    input Clk,
    input Rst,
    output [7:0] LED,
    output FinishedRendering,
    input RenderNextFrame,
    input [11:0]NumSprites,
    output [11:0]SpriteInfoAddress,
    input [29:0]SpriteInfoData,
    input FrameBufferActive,
    input calib_done,
    output write_cmd_clk,
    output write_cmd_en,
    output [2:0]write_cmd_instr,
    output [5:0]write_cmd_bl,
    output [29:0]write_cmd_byte_addr,
    input write_cmd_empty,
    input write_cmd_full,
    output wr_clk,
    output wr_en,
    output [3:0] wr_mask,
    output [31:0] wr_data,
    input wr_full,
    input wr_empty,
    input [6:0] wr_count,
    input wr_underrun,
    input wr_error,
    output read_cmd_clk,
    output read_cmd_en,
    output [2:0]read_cmd_instr,
    output [5:0]read_cmd_bl,
    output [29:0]read_cmd_byte_addr,
    input read_cmd_empty,
    input read_cmd_full,
    output rd_clk,
    output rd_en,
    input [31:0] rd_data,
    input rd_full,
    input rd_empty,
    input [6:0] rd_count,
    input rd_overflow,
    input rd_error
    );
    assign LED = LED_q;
    reg [7:0] LED_q, LED_d = 8'b0;
    assign FinishedRendering = FinishedRendering_q;
    reg FinishedRendering_q, FinishedRendering_d = 1'b0;
    reg [5:0] XCounter_q, XCounter_d = 6'b0;
    reg [5:0] YCounter_q, YCounter_d = 6'b0;
    reg [5:0] YReadCounter_q, YReadCounter_d = 6'b0;
    reg [4:0] XStop_q, XStop_d = 5'b0;
    reg [4:0] YStop_q, YStop_d = 5'b0;
    reg [29:0] SpriteStartAddress_q, SpriteStartAddress_d = 30'b0;
    reg [31:0] IntermediateCalculation_q, IntermediateCalculation_d = 32'b0;
    parameter TransparentPixelColour = 16'hD11C;
    assign SpriteInfoAddress = SpriteCounter_q;
    reg [11:0] SpriteCounter_q, SpriteCounter_d = 12'b0;
    wire [9:0] XPos;
    wire [8:0] YPos;
    wire [9:0] ImageNum;
    wire SpriteVisible;
    assign XPos = SpriteInfoData[9:0];
    assign YPos = SpriteInfoData[18:10];
    assign ImageNum = SpriteInfoData[28:19];
    assign SpriteVisible = SpriteInfoData[29];
    assign write_cmd_bl = cmd_bl_q;
    assign read_cmd_bl = cmd_bl_q;
    reg [5:0] cmd_bl_q, cmd_bl_d = 6'b0;
    assign write_cmd_clk = Clk;
    assign write_cmd_en = write_cmd_en_q;
    assign write_cmd_instr = 3'b000;  
    assign write_cmd_byte_addr = write_cmd_byte_addr_q;
    assign wr_clk = Clk;
    assign wr_en = wr_en_q;
    assign wr_mask = wr_mask_q;
    assign wr_data = wr_data_q;
    reg write_cmd_en_q, write_cmd_en_d = 1'b0;
    reg [29:0]write_cmd_byte_addr_q, write_cmd_byte_addr_d;
    reg wr_en_q, wr_en_d = 1'b0;
    reg [3:0]wr_mask_q, wr_mask_d = 4'b0;
    reg [31:0]wr_data_q, wr_data_d = 32'b0;
    assign read_cmd_clk = Clk;
    assign read_cmd_en = read_cmd_en_q;
    assign read_cmd_instr = 3'b001;  
    assign read_cmd_byte_addr = read_cmd_byte_addr_q;
    assign rd_clk = Clk;
    assign rd_en = rd_en_q;
    reg read_cmd_en_q, read_cmd_en_d = 1'b0;
    reg [29:0]read_cmd_byte_addr_q, read_cmd_byte_addr_d = 30'b0;
    reg rd_en_q, rd_en_d = 1'b0;
    localparam STATE_SIZE = 1;
    localparam Wait = 0,
               RenderFrame = 1;
    reg [STATE_SIZE-1:0] state_q, state_d = Wait;
    localparam Read_STATE_SIZE = 2;
    localparam Read_Calculate = 0,
               Read_Enable = 1,
               Read_Wait = 2;
    reg [Read_STATE_SIZE-1:0] Read_state_q, Read_state_d = Read_Calculate;
    localparam Write_STATE_SIZE = 2;
    localparam Write_Wait = 0,
               Write_LoadFifo = 1,
               Write_LoadFifoWait = 2,
               Write_CMDEnable = 3;
    reg [Write_STATE_SIZE-1:0] Write_state_q, Write_state_d = Write_Wait;
    localparam Counter_STATE_SIZE = 2;
    localparam Counter_GetInfo = 0,
               Counter_Calculate = 1,
               Counter_RenderSprite = 2;
    reg [Counter_STATE_SIZE-1:0] Counter_state_q, Counter_state_d = Counter_GetInfo;
    always @ ( * ) begin
      LED_d = LED_q;
      FinishedRendering_d = FinishedRendering_q;
      SpriteCounter_d = SpriteCounter_q;
      XCounter_d = XCounter_q;
      YCounter_d = YCounter_q;
      YReadCounter_d = YReadCounter_q;
      XStop_d = XStop_q;
      YStop_d = YStop_q;
      SpriteStartAddress_d = SpriteStartAddress_q;
      IntermediateCalculation_d = IntermediateCalculation_q;
      cmd_bl_d = cmd_bl_q;
      write_cmd_en_d = write_cmd_en_q;
      write_cmd_byte_addr_d = write_cmd_byte_addr_q;
      wr_en_d = wr_en_q;
      wr_mask_d = wr_mask_q;
      wr_data_d = wr_data_q;
      read_cmd_en_d = read_cmd_en_q;
      read_cmd_byte_addr_d = read_cmd_byte_addr_q;
      rd_en_d = rd_en_q;
      state_d = state_q;
      Read_state_d = Read_state_q;
      Write_state_d = Write_state_q;
      Counter_state_d = Counter_state_q;
      case (state_q)
        Wait:begin
          FinishedRendering_d = 1'b0;
          SpriteCounter_d = 12'b0;
          if(RenderNextFrame)begin
            state_d = RenderFrame;
          end
        end
        RenderFrame:begin
          case (Counter_state_q)
            Counter_GetInfo:begin 
              if(SpriteCounter_q < NumSprites)begin  
                Counter_state_d = Counter_Calculate;
                XCounter_d = 6'b0;
                YCounter_d = 6'b0;
                YReadCounter_d = 6'b0;
              end else begin   
                FinishedRendering_d = 1'b1;  
                state_d = Wait;
              end
            end
            Counter_Calculate:begin  
              if(SpriteVisible)begin
                SpriteStartAddress_d = SpritePixelDataStartAddress + (ImageNum * SpriteSize);
                cmd_bl_d = 6'd15;  
                XStop_d = 5'd31;
                YStop_d = 5'd31;
                Counter_state_d = Counter_RenderSprite;
              end else begin
                SpriteCounter_d = SpriteCounter_q + 1'b1;
                Counter_state_d = Counter_GetInfo;
              end
            end
            Counter_RenderSprite:begin
              case (Write_state_q)
                Write_Wait:begin
                  write_cmd_en_d = 1'b0;
                  if(YCounter_q <= YStop_q)begin   
                    if(rd_count > cmd_bl_q)begin   
                      IntermediateCalculation_d = (YPos + YCounter_q) * Width;
                      Write_state_d = Write_LoadFifo;
                    end
                  end else begin   
                    SpriteCounter_d = SpriteCounter_q + 1'b1;
                    Read_state_d = Read_Calculate;
                    Write_state_d = Write_Wait;
                    Counter_state_d = Counter_GetInfo;
                  end
                end
                Write_LoadFifo:begin
                  if(FrameBufferActive)begin
                    write_cmd_byte_addr_d = FrameBufferZeroStartAddress + ((IntermediateCalculation_d + XPos) << 1);
                  end else begin
                    write_cmd_byte_addr_d = FrameBufferOneStartAddress + ((IntermediateCalculation_d + XPos) << 1);
                  end
                  rd_en_d = 1'b1;
                  Write_state_d = Write_LoadFifoWait;
                end
                Write_LoadFifoWait:begin
                  if(XCounter_q <= cmd_bl_q)begin  
                    wr_data_d = rd_data;
                    if(rd_data == {TransparentPixelColour,TransparentPixelColour})begin
                      wr_mask_d = 4'b1111;
                    end else if (rd_data[31:16] == TransparentPixelColour) begin
                      wr_mask_d = 4'b1100;
                    end else if (rd_data[15:0] == TransparentPixelColour) begin
                      wr_mask_d = 4'b0011;
                    end else begin
                      wr_mask_d = 4'b000;
                    end
                    wr_en_d = 1'b1;
                    if(cmd_bl_q <= XCounter_q)begin
                      rd_en_d = 1'b0;
                    end
                    XCounter_d = XCounter_q + 1'd1;  
                  end else begin
                    wr_en_d = 1'b0;
                    rd_en_d = 1'b0;
                    YCounter_d = YCounter_q + 1'b1;
                    XCounter_d = 6'b0;
                    write_cmd_en_d = 1'b1;
                    Write_state_d = Write_CMDEnable;
                  end
                end
                Write_CMDEnable:begin
                  write_cmd_en_d = 1'b0;
                  if(wr_count <= 7'd5)begin
                    Write_state_d = Write_Wait;
                  end
                end
              endcase
              case (Read_state_q)
                Read_Calculate:begin
                  if(YReadCounter_q <= YStop_q)begin
                    if(rd_count < 7'd16)begin
                      read_cmd_byte_addr_d = SpriteStartAddress_q + ((YReadCounter_q * SpriteWidth) << 1);
                      Read_state_d = Read_Enable;
                    end
                  end
                end
                Read_Enable:begin
                  read_cmd_en_d = 1'b1;
                  YReadCounter_d = YReadCounter_q + 1'b1;
                  Read_state_d = Read_Wait;
                end
                Read_Wait:begin
                  read_cmd_en_d = 1'b0;
                  if(rd_count >= 7'd16)begin
                    Read_state_d = Read_Calculate;
                  end
                end
              endcase
            end
          endcase
        end
      endcase
    end
    always @ (posedge Clk) begin
      if(Rst || ~calib_done)begin
        LED_q <= 8'b0;
        FinishedRendering_q <= 1'b0;
        SpriteCounter_q <= 12'b0;
        XCounter_q <= 6'b0;
        YCounter_q <= 6'b0;
        YReadCounter_q <= 5'b0;
        XStop_q <= 5'b0;
        YStop_q <= 5'b0;
        SpriteStartAddress_q <= 30'b0;
        IntermediateCalculation_q <= 32'b0;
        cmd_bl_q <= 6'b0;
        write_cmd_en_q <= 1'b0;
        write_cmd_byte_addr_q <= 30'b0;
        wr_en_q <= 1'b0;
        wr_mask_q <= 4'b0;
        wr_data_q <= 32'b0;
        read_cmd_en_q <= 1'b0;
        read_cmd_byte_addr_q <= 30'b0;
        rd_en_q <= 1'b0;
        state_q <= Wait;
        Read_state_q <= Read_Calculate;
        Write_state_q <= Write_Wait;
        Counter_state_q <= Counter_GetInfo;
      end else begin
        LED_q <= LED_d;
        FinishedRendering_q <= FinishedRendering_d;
        SpriteCounter_q <= SpriteCounter_d;
        XCounter_q <= XCounter_d;
        YCounter_q <= YCounter_d;
        YReadCounter_q <= YReadCounter_d;
        XStop_q <= XStop_d;
        YStop_q <= YStop_d;
        SpriteStartAddress_q <= SpriteStartAddress_d;
        IntermediateCalculation_q <= IntermediateCalculation_d;
        cmd_bl_q <= cmd_bl_d;
        write_cmd_en_q <= write_cmd_en_d;
        write_cmd_byte_addr_q <= write_cmd_byte_addr_d;
        wr_en_q <= wr_en_d;
        wr_mask_q <= wr_mask_d;
        wr_data_q <= wr_data_d;
        read_cmd_en_q <= read_cmd_en_d;
        read_cmd_byte_addr_q <= read_cmd_byte_addr_d;
        rd_en_q <= rd_en_d;
        state_q <= state_d;
        Read_state_q <= Read_state_d;
        Write_state_q <= Write_state_d;
        Counter_state_q <= Counter_state_d;
      end
    end
endmodule
```
`/design/flow/run.sh`:
```
#!/bin/bash
# OpenROAD 26Q1-2900-gdf79404cd8, Yosys 0.63+post, stock flow scripts
make -C /OpenROAD-flow-scripts/flow DESIGN_CONFIG=/design/flow/config.mk WORK_HOME=/design/flow/orfs finish
```
==> flow_metrics.env <==
# source this file to load flow results
export IMPL_insertion_delay_ns=0.53
export IMPL_worst_pin_slew_ns=0.707
export IMPL_hpwl_mm=16.0
export IMPL_drc=0
export IMPL_start_kind="clock port"
export IMPL_power_internal_w=0.00143
export IMPL_first_pass_iters=4
export IMPL_wl_per_cell_um=13.6
export IMPL_worst_setup_path_end_kind="primary output"
export IMPL_switchingPower_w=0.000434
export IMPL_post_cts_buffers=0
export IMPL_avgSynthCellArea_um2=7.98
export IMPL_top_cells_by_area="dfxtp_1 35%, ha_1 9.3%, nand2_1 8.7%, a21oi_1 6.7%, buf_4 4.7%"
export IMPL_routed_wl_mm=21.6
export IMPL_min_delay_path_class="reg2reg"
export IMPL_slew_headroom=0.529
export IMPL_fillers=2699
export IMPL_grtUsageTotal=0.154
export IMPL_ant_nets=0
export IMPL_syn_area_um2=8320
export IMPL_finClkSkew_ns=0.00904
export IMPL_largest_area_cell="dfxtp_1"
export IMPL_die_area_um2=28400
export IMPL_grt_pass1_vias=6830
export IMPL_dieWidth_um=169
export IMPL_clkPwrFrac=0.506
export IMPL_seqPwrFrac=0.420
export IMPL_outcome="finished clean"
export IMPL_drv_slew=0
export IMPL_critPathMaxFanout=2
export IMPL_hold_viol=0
export IMPL_ys_flop_type="dfxtp_1"
export IMPL_synthArstFlopShare=0
export IMPL_pwr_share_comb=0.075
export IMPL_gp_congestion=0.834
export IMPL_top_area_frac=0.349
export IMPL_rsz0062_at_grt="no"
export IMPL_grt_max_degree=62
export IMPL_ys_cells=1043
export IMPL_ys_ff=145
export IMPL_cts_resized=0
export IMPL_die_height_um=169
export IMPL_enable_flop_cells=0
export IMPL_leakage_nw=3.99
export IMPL_port_buffers=196
export IMPL_crit_type="clk2out"
export IMPL_layout_drive_gt1_share=0.0500
export IMPL_area_growth_pct=32.7
export IMPL_syn_inst=1043
export IMPL_postLayoutCoreUtil=0.407
export IMPL_pre_cts_slack_ns=1.85
export IMPL_routed_via_count=7352
export IMPL_ios=248
export IMPL_antenna_found_initial=0
export IMPL_drt_iter0_drc=318
export IMPL_peakVddDrop_uv=208
export IMPL_viasPerCell=4.62
export IMPL_ys_chip_area_um2=8320
export IMPL_ctsHoldBuffers=0
export IMPL_grt_overflow=0
export IMPL_switching_share=0.233
export IMPL_row_count=60
export IMPL_setup_viol=0
export IMPL_warnings=42
export IMPL_fp_util=0.307
export IMPL_coreArea_um2=27100
export IMPL_antenna_cells=0
export IMPL_r2r_cells=16
export IMPL_cts_tree="done"
export IMPL_drv_cap=0
export IMPL_crit_arrival_ns=4.35
export IMPL_clk_pin_slew_ns=0.06
export IMPL_power_density_nw_per_um2=169
export IMPL_yosys_warnings=1
export IMPL_min_path_cells=2
export IMPL_required_ns=5.92
export IMPL_grt_first_pass_wirelength_mm=35.0
export IMPL_yosys_cell_types_count=68
export IMPL_postSynthSeqShare=0.349
export IMPL_layout_setup_ws_ns=1.57
export IMPL_finalSetupTns_ns=0
## metrics by stage
stage,cell area [um2],cells,hold WS [ns],total power (W)
2_1_floorplan,8460,1079,0.416,0.000908
3_3_place_gp,10400,1557,0.440,0.000975
3_5_place_dp,10400,1557,0.446,0.000975
4_1_cts,11000,1592,0.454,0.00189
5_1_grt,11000,1592,0.475,0.00194
6_report,11000,1592,0.452,0.00186
## synth_stat cells, types with 22 or more instances
library cell,instances
a21oi_1,111
ha_1,62
nor2_1,68
clkbuf_1,46
nand2_1,192
o21ai_0,33
buf_4,52
dfxtp_1,145
xor2_1,22
xnor2_1,32
inv_1,38
nand3_1,34
## final timing paths
path                       from                             to  slack (ns)
hold reg to reg   wr_data_q[12]                  wr_data_q[12]        0.45
hold / removal    wr_data_q[12]                  wr_data_q[12]        0.45
setup reg to reg  YCounter_q[0]  IntermediateCalculation_q[18]        3.76
setup / recovery            Clk                         wr_clk        1.57
## cell usage in the layout, fill, tap and decap left out, types with 6 or more instances in the layout
cell type,count
or3_1,7
xnor2_1,32
clkdlybuf4s50_1,196
nand2_1,192
o21ai_0,33
mux2i_1,16
nor3_1,13
nand3_1,34
nor2_1,68
xor2_1,22
nand4_1,17
dfxtp_1,145
inv_1,38
nand2b_1,11
buf_4,11
a21o_1,16
a21oi_1,111
clkinvlp_4,6
a211oi_1,13
a31oi_1,6
and3_1,8
or4_1,9
clkbuf_16,21
conb_1,38
ha_1,62
nor2b_1,8
## kinds of logic (layout without fill, tap and decap cells)
group	after synthesis	count (layout)	share of synthesized area
AND-OR/OR-AND	227	227	0.167
XOR/XNOR	54	54	0.0568
adder cells (fa/ha/maj)	65	65	0.100
buffers and inverters	139	280	0.0872
flip-flops	145	145	0.349
multiplexers	17	17	0.0206
other	2	38	0.000902
AND/OR/NAND/NOR	394	394	0.218
## critical path, stage by stage
cell and delay, ns:
clkbuf_16 0.13, clkbuf_16 0.13, clkdlybuf4s50_1 0.40
## power groups by stage
| stage | combinational (W) | clock, W | sequential, W |
|---|---|---|---|
| finish | 0.000139 | 0.000942 | 0.000782 |
| global route | 0.000156 | 0.00101 | 0.000782 |
| CTS | 0.000141 | 0.000970 | 0.000782 |
## routing by layer
metal  vias to the layer above  share of wire  global-route usage
met5                         -              0                   0
met4                         0         0.0099              0.0166
met3                        12          0.051              0.0336
met2                       148           0.47               0.251
met1                      3323           0.47               0.219
li1                       3869              -                   -
## state kept, by name (all words and copies together), names as in the netlist
signal                     flops
SpriteCounter_q               12
YStop_q                        1
SpriteStartAddress_q          11
write_cmd_en_q                 1
wr_mask_q                      2
state_q                        1
Write_state_q                  4
IntermediateCalculation_q     13
rd_en_q                        1
wr_data_q                     32
Counter_state_q                3
wr_en_q                        1
XCounter_q                     6
write_cmd_byte_addr_q         22
read_cmd_en_q                  1
YCounter_q                     6
Read_state_q                   3
FinishedRendering_q            1
YReadCounter_q                 6
read_cmd_byte_addr_q          18
## area by class of cell
type | instances | area [um2] | share of cell area
clock buffer | 28 | 597 | 0.0541
clock inverter | 11 | 81.3 | 0.00737
inverter | 38 | 143 | 0.0129
multi-input combinational | 795 | 4850 | 0.439
sequential | 145 | 2900 | 0.263
tap | 372 | 465 | 0.0422
timing repair buffer | 203 | 2000 | 0.182
Power and IR drop assume default switching activity.
