**design/flow/run.sh**
```bash
#!/bin/bash
# OpenROAD 26Q1-2900-gdf79404cd8, Yosys 0.63+post, stock flow scripts
make -C /OpenROAD-flow-scripts/flow DESIGN_CONFIG=/design/flow/config.mk WORK_HOME=/design/flow/orfs finish
```
**design/flow/config.mk**
```make
export PLATFORM = sky130hd
export DESIGN_NAME = VGADriver
export DESIGN_NICKNAME = VGADriver
export VERILOG_FILES = /design/flow/design.v
export SDC_FILE = /design/flow/constraint.sdc
export NUM_CORES = 4
export LEC_CHECK = 1
export CORE_UTILIZATION = 40
```
**design/flow/constraint.sdc**
```tcl
current_design VGADriver

set clk_period 3.1
set clk_io_pct 0.2

create_clock -name clk0 -period $clk_period [get_ports {PixelClk}]

set non_clock_inputs [all_inputs -no_clocks]
set_input_delay [expr $clk_period * $clk_io_pct] -clock clk0 $non_clock_inputs
set_output_delay [expr $clk_period * $clk_io_pct] -clock clk0 [all_outputs]
```
**design/flow/design.v**
```verilog
`timescale 1ns / 1ps
module VGADriver #(
    parameter HorSyncTime = 96,
    parameter HorBackPorch = 48,
    parameter HorFrontPorch = 16,
    parameter HorAddrVideoTime = 640,
    parameter HorEndCnt = 800,
    parameter VertSyncTime = 2,
    parameter VertBackPorch = 32,
    parameter VertFrontPorch = 10,
    parameter VertAddrVideoTime = 480,
    parameter VertEndCnt = 525,
    parameter FrameBufferZeroStartAddress = 0,
    parameter FrameBufferZeroEndAddress = 614400,
    parameter FrameBufferOneStartAddress = 614400,
    parameter FrameBufferOneEndAddress = 1228800
    )(
  input PixelClk,
  input Rst,
  input FrameBuffer,
  output FrameBufferActive,
  output HSync,
  output VSync,
  output reg [2:0] Red,
  output reg [2:0] Green,
  output reg [1:0] Blue,
  input calib_done,
  output read_cmd_clk,
  output read_cmd_en,
  output [2:0]read_cmd_instr,
  output [5:0]read_cmd_bl,
  output [29:0]read_cmd_byte_addr,
  input read_cmd_empty,
  input read_cmd_full,
  output rd_clk,
  output rd_en,
  input [31:0] rd_data,
  input rd_full,
  input rd_empty,
  input [6:0] rd_count,
  input rd_overflow,
  input rd_error
  );
  wire [15:0] Colour;
  wire Ready;
  reg [$clog2(HorEndCnt) - 1:0] HPos_q, HPos_d = 0;
  reg [$clog2(VertEndCnt) - 1:0] VPos_q,VPos_d = 0;
  reg[1:0] TwoBitCounter_q, TwoBitCounter_d;
  assign HSync = ((HPos_q > (HorAddrVideoTime + HorFrontPorch)) && (HPos_q < (HorAddrVideoTime + HorFrontPorch + HorSyncTime))) ? 1'b1 : 1'b0;
  assign VSync = ((VPos_q > (VertAddrVideoTime + VertFrontPorch)) && (VPos_q < (VertAddrVideoTime + VertFrontPorch + VertSyncTime))) ? 1'b1 : 1'b0;
  always @ ( * ) begin
    HPos_d = HPos_q;
    VPos_d = VPos_q;
    TwoBitCounter_d = TwoBitCounter_q;
    if(HPos_q < HorEndCnt)begin          
        HPos_d = HPos_q + 1;             
    end else begin                       
        HPos_d = 0;                      
        if(VPos_q < VertEndCnt)begin     
          VPos_d = VPos_q + 1;           
        end else begin                   
          VPos_d = 0;                    
        end
    end
    TwoBitCounter_d = TwoBitCounter_q + 1'b1;
    if((HPos_q > HorAddrVideoTime) || (VPos_q > VertAddrVideoTime))begin
      Red <= 3'b000;
      Green <= 3'b000;
      Blue <= 2'b00;
    end else begin
      if((TwoBitCounter_q < Colour[12:11]) && (Colour[15:13] != 3'b111))begin
        Red <= Colour[15:13] + 1'b1;
      end else begin
        Red <= Colour[15:13];
      end
      if((TwoBitCounter_q < Colour[7:6]) && (Colour[10:8] != 3'b111))begin
        Green <= Colour[10:8] + 1'b1;
      end else begin
        Green <= Colour[10:8];
      end
      if((TwoBitCounter_q < Colour[2:1]) && (Colour[4:3] != 2'b11))begin
        Blue <= Colour[4:3] + 1'b1;
      end else begin
        Blue <= Colour[4:3];
      end
    end
  end
  always @ (posedge PixelClk) begin
    if(Rst || ~Ready)begin
      HPos_q <= 0;
      VPos_q <= 0;
      TwoBitCounter_q <= 2'b0;
    end else begin
      HPos_q <= HPos_d;
      VPos_q <= VPos_d;
      TwoBitCounter_q <= TwoBitCounter_d;
    end
  end
  VgaRamControler #(
      .HorSyncTime(HorSyncTime),
      .HorBackPorch(HorBackPorch),
      .HorFrontPorch(HorFrontPorch),
      .HorAddrVideoTime(HorAddrVideoTime),
      .HorEndCnt(HorEndCnt),
      .VertSyncTime(VertSyncTime),
      .VertBackPorch(VertBackPorch),
      .VertFrontPorch(VertFrontPorch),
      .VertAddrVideoTime(VertAddrVideoTime),
      .VertEndCnt(VertEndCnt),
      .FrameBufferZeroStartAddress(FrameBufferZeroStartAddress),
      .FrameBufferZeroEndAddress(FrameBufferZeroEndAddress),
      .FrameBufferOneStartAddress(FrameBufferOneStartAddress),
      .FrameBufferOneEndAddress(FrameBufferOneEndAddress)
    )RamPixelMemory(
    .Clk(PixelClk),
    .Rst(Rst),
    .Ready(Ready),
    .FrameBuffer(FrameBuffer),
    .FrameBufferActive(FrameBufferActive),
    .HPos(HPos_q),
    .VPos(VPos_q),
    .Colour(Colour),
    .calib_done(calib_done),
    .read_cmd_clk(read_cmd_clk),
    .read_cmd_en(read_cmd_en),
    .read_cmd_instr(read_cmd_instr),
    .read_cmd_bl(read_cmd_bl),
    .read_cmd_byte_addr(read_cmd_byte_addr),
    .read_cmd_empty(read_cmd_empty),
    .read_cmd_full(read_cmd_full),
    .rd_clk(rd_clk),
    .rd_en(rd_en),
    .rd_data(rd_data),
    .rd_full(rd_full),
    .rd_empty(rd_empty),
    .rd_count(rd_count),
    .rd_overflow(rd_overflow),
    .rd_error(rd_error)
  );
endmodule
`timescale 1ns / 1ps
module VgaRamControler #(
    parameter HorSyncTime = 96,
    parameter HorBackPorch = 48,
    parameter HorFrontPorch = 16,
    parameter HorAddrVideoTime = 640,
    parameter HorEndCnt = 800,
    parameter VertSyncTime = 2,
    parameter VertBackPorch = 32,
    parameter VertFrontPorch = 10,
    parameter VertAddrVideoTime = 480,
    parameter VertEndCnt = 525,
    parameter FrameBufferZeroStartAddress = 0,
    parameter FrameBufferZeroEndAddress = 614400,
    parameter FrameBufferOneStartAddress = 614400,
    parameter FrameBufferOneEndAddress = 1228800
    ) (
    input Clk,
    input Rst,
    output Ready,
    input FrameBuffer,
    output FrameBufferActive,
    input [$clog2(HorEndCnt) - 1:0] HPos,
    input [$clog2(VertEndCnt) - 1:0] VPos,
    output [15:0] Colour,
    input calib_done,
    output read_cmd_clk,
    output read_cmd_en,
    output [2:0]read_cmd_instr,
    output [5:0]read_cmd_bl,
    output [29:0]read_cmd_byte_addr,
    input read_cmd_empty,
    input read_cmd_full,
    output rd_clk,
    output rd_en,
    input [31:0] rd_data,
    input rd_full,
    input rd_empty,
    input [6:0] rd_count,
    input rd_overflow,
    input rd_error
  );
  assign read_cmd_clk = Clk;
  assign rd_clk = Clk;
  assign Ready = Ready_q;
  assign Colour = Colour_q;
  assign FrameBufferActive = FrameBufferActive_q;
  assign read_cmd_en = read_cmd_en_q;
  assign read_cmd_instr = 3'b001;  
  assign read_cmd_bl = 6'd15;      
  assign read_cmd_byte_addr = read_cmd_byte_addr_q;
  assign rd_en = rd_en_q;
  reg [15:0] Colour_q, Colour_d = 16'b0;
  reg Ready_q, Ready_d = 1'b0;
  reg pixel_counter_q, pixel_counter_d = 1'b0;
  reg FrameBufferActive_q, FrameBufferActive_d = 1'b0;
  reg read_cmd_en_q, read_cmd_en_d = 1'b0;
  reg [29:0] read_cmd_byte_addr_q, read_cmd_byte_addr_d = 30'b0;
  reg rd_en_q, rd_en_d = 1'b0;
  localparam STATE_SIZE = 2;
  localparam InitalizeCMD = 0,
             InitalizeFIFO = 1,
             Stream = 2;
  reg [STATE_SIZE-1:0] state_q, state_d = InitalizeCMD;
	localparam ReadFifo_STATE_SIZE = 1;
  localparam ReadFifo_Check = 0,
						 ReadFifo_Disable = 1;
  reg [ReadFifo_STATE_SIZE-1:0] ReadFifo_state_q, ReadFifo_state_d = ReadFifo_Check;
  localparam ReadCMD_STATE_SIZE = 2;
  localparam ReadCMD_Check = 0,
						 ReadCMD_Disable = 1,
             ReadCMD_Wait = 2;
  reg [ReadCMD_STATE_SIZE-1:0] ReadCMD_state_q, ReadCMD_state_d = ReadCMD_Check;
  always @ ( * ) begin
    Colour_d = Colour_q;
    Ready_d = Ready_q;
    pixel_counter_d = pixel_counter_q;
    FrameBufferActive_d = FrameBufferActive_q;
    state_d = state_q;
    ReadFifo_state_d = ReadFifo_state_q;
    ReadCMD_state_d = ReadCMD_state_q;
    read_cmd_en_d = read_cmd_en_q;
    read_cmd_byte_addr_d = read_cmd_byte_addr_q;
    rd_en_d = rd_en_q;
    case (state_q)
      InitalizeCMD:begin
        read_cmd_en_d = 1'b1;
        state_d = InitalizeFIFO;
      end
      InitalizeFIFO:begin
        read_cmd_en_d = 1'b0;
        if(rd_count == 7'd16)begin   
          Ready_d = 1'b1;
          read_cmd_byte_addr_d = read_cmd_byte_addr_q + 7'd64;
          state_d = Stream;
        end
      end
      Stream:begin
        case (ReadCMD_state_q)
          ReadCMD_Check:begin
            if(rd_count < 7'd16)begin
              read_cmd_en_d = 1'b1;
              ReadCMD_state_d = ReadCMD_Disable;
            end
          end
          ReadCMD_Disable:begin
            if(FrameBufferActive_q)begin
              if(read_cmd_byte_addr_q >= (FrameBufferOneEndAddress - 7'd64))begin
                if(~FrameBuffer)begin
                  FrameBufferActive_d = 1'b0;
                  read_cmd_byte_addr_d = 30'b0;
                end else begin
                  read_cmd_byte_addr_d = FrameBufferOneStartAddress;
                end
              end else begin
                read_cmd_byte_addr_d = read_cmd_byte_addr_q + 7'd64;
              end
            end else begin
              if(read_cmd_byte_addr_q >= (FrameBufferZeroEndAddress - 7'd64))begin
                if(FrameBuffer)begin
                  FrameBufferActive_d = 1'b1;
                  read_cmd_byte_addr_d = FrameBufferOneStartAddress;
                end else begin
                  read_cmd_byte_addr_d = FrameBufferZeroStartAddress;
                end
              end else begin
                read_cmd_byte_addr_d = read_cmd_byte_addr_q + 7'd64;
              end
            end
            read_cmd_en_d = 1'b0;
            ReadCMD_state_d = ReadCMD_Wait;
          end
          ReadCMD_Wait:begin
            if(rd_count > 7'd16)begin
              ReadCMD_state_d = ReadCMD_Check;
            end
          end
        endcase
        case (ReadFifo_state_q)
          ReadFifo_Check:begin
            if((HPos < HorAddrVideoTime) && (VPos < VertAddrVideoTime))begin
              if(pixel_counter_q == 1'b0)begin
                rd_en_d = 1'b1;
                ReadFifo_state_d = ReadFifo_Disable;
              end
              pixel_counter_d = pixel_counter_q + 1'b1;
            end
          end
          ReadFifo_Disable:begin
            rd_en_d = 1'b0;
            pixel_counter_d = 1'b0;
            ReadFifo_state_d = ReadFifo_Check;
          end
        endcase
        case (pixel_counter_q)
          1'b0:Colour_d = rd_data[15:0];
          1'b1:Colour_d = rd_data[31:16];
        endcase
      end
    endcase
  end
  always @ (posedge Clk) begin
    if(Rst || ~calib_done)begin
      Colour_q <= 16'b0;
      Ready_q <= 1'b0;
      pixel_counter_q <= 1'b0;
      FrameBufferActive_q <= 1'b0;
      state_q <= InitalizeCMD;
      ReadFifo_state_q <= ReadFifo_Check;
      ReadCMD_state_q <= ReadCMD_Check;
      read_cmd_en_q <= 1'b0;
      read_cmd_byte_addr_q <= 30'b0;
      rd_en_q <= 1'b0;
    end else begin
      Colour_q <= Colour_d;
      Ready_q <= Ready_d;
      pixel_counter_q <= pixel_counter_d;
      FrameBufferActive_q <= FrameBufferActive_d;
      state_q <= state_d;
      ReadFifo_state_q <= ReadFifo_state_d;
      ReadCMD_state_q <= ReadCMD_state_d;
      read_cmd_en_q <= read_cmd_en_d;
      read_cmd_byte_addr_q <= read_cmd_byte_addr_d;
      rd_en_q <= rd_en_d;
    end
  end
endmodule
```
==> COMMIT_EDITMSG <==
Log flow metrics for this revision

- Post-synthesis instance area: 0.004030 mm²
- Detailed Place HPWL: 6173 µm
- During placement, the flow inserted port buffers numbering 77.
- Number of enable-type register cells in the synthesized netlist: 0
- On the final layout, the worst clock skew is 13.39 ps.
- Most instantiated flip-flop cell in the synthesis netlist: dfxtp_1
* Slowest cell delay on critical path: 480 ps
* Post-route non-filler standard cell count: 694
- The first detailed-routing pass ran for 6 iterations.
- Initial antenna violation count: 0
- Minimum period implied by the final worst setup slack: 2965 ps
- Register area: 0.001444 mm²
- The first global-routing pass estimated 14360 µm of wire.
- In this run, post-CTS hold repair placed 0 buffers.
- Final design instance area without fill: 0.005151 mm²
* TritonCTS clock tree: done
* Leakage power: 1.727 nW
- Per the post-run analysis, buffers plus inverters along the critical path come to 2.
- Per the finish-stage timing summary, setup violations number 0.
- In the final report, the number of pins over their slew limit comes to 0.
* Clock input transition at the sequential cells of the worst setup and hold paths: 80 ps
- Required arrival time at the worst endpoint: 2480 ps
- Most area-hungry cell type in the Yosys netlist: dfxtp_1
- In the routed layout, each cell is associated on average with a via count of 5.171.
- Crit path capture type: primary output
* Cells along the critical path: inv_2 -> ha_2 -> nand3_2 -> o41a_1 -> o21ai_2 -> o21ai_4 -> nor2_1 -> clkdlybuf4s50_1
- For this design, the slowest cell found on the critical path is clkdlybuf4s50_1.
* Width of the chip: 102.4 µm
- Worst hold slack: 451.6 ps
- RePlAce Congestion: 0.8293
* I/O pin total: 103
- Worst-Margin Slew: 569.4 ps
- Register bit total from synthesis: 72
* Worst path arrival time: 2340 ps
- The post-placement cell area is 0.004822 mm².
* Fillers: 906
- Max Clk Rate: 337.3 MHz
* Category of the most critical setup path: reg2out
- The script parses the final routing iteration and logs DRC violations as 0.
- The area fraction of the largest cell type after synthesis is 35.77%.
* Worst-path maximum fanout: 8
- The run reported a max-capacitance violation count of 0.
- The die covers 0.01048 mm².
- The worst setup path is launched from a flip-flop.
- Cell class contributing the biggest share of worst-path delay: AND-OR/OR-AND gates
- Average footprint of a synthesized cell: 8.361 µm²
* Synthesized netlist cell count: 482
- Antenna-violating nets left: 0
* Number of failing hold endpoints at the final stage: 0
- Recorded from the global router log, the overflow total was 0.
* Vert. Die Dim: 102.4 µm
- Total global-route track usage over all layers is 17.38%.
- Max transition margin: 61.90%
* Peak supply drop: 0.2360 mV
- The run finished with clean final reports.
* Class of the worst hold path: reg2reg
- Core area: 0.009774 mm²
- The post-route netlist has 10.52% of its cells at a drive strength greater than 1.
* Area of combinational cells with multiple inputs: 0.002359 mm²
- Final period utilization: 95.64%
* Count of yosys warnings during synthesis: 2
- Post-synthesis, Yosys gives the total cell area as 0.004030 mm².
- Register share after synthesis: 35.77%
- Area added between synthesis and finish: 27.82%
* Total tool warning count: 41
- Leading post-synthesis cells by cell area: dfxtp_1, nor2_1, mux2i_1
* Clock latency of the later-clocked register in the worst-skew pair: 440 ps
- The floorplan step records an initial core utilization of 41.23%.
- Power spread over the standard cell area amounts to 393.3 mW/mm².
- Count of inserted antenna diode cells: 0
- Number of unique standard cell types used by synthesis: 62
* Share of flip-flops with an asynchronous set or reset after synthesis: 0%
* Vias in the first global route: 3118
- Number of cell rows: 36
- Number of standard cells reported by yosys: 482
- Including well taps, the total number of placed cells is 673.
- Counting instances in the post-synthesis netlist gives the leading cell types as nor2_1, dfxtp_1, nand2_1.
- For this block, the via count after detailed routing is 3589.
* DRC violation total after the first TritonRoute iteration: 123
- Entering global routing, the biggest net connects 35 pins.
* Final Routed Wirelength: 8944 µm
- TritonRoute output was used to compute an average wire per cell of 12.89 µm.
* Library cell with the highest instance count after synthesis: nor2_1
placed cells by master, fill, tap and decap left out, drive strengths merged, types with 2 or more instances in the layout:
master	synthesis	final
or4	4	4
ha	15	15
and4	4	4
or3	5	5
and3	6	6
nor3	9	9
mux2i	21	21
a41oi	3	3
a211oi	19	19
clkbuf	13	14
o21a	3	3
xnor2	14	14
nand2	32	32
clkdlybuf4s50	0	76
a31oi	2	2
nand3	21	21
inv	17	18
buf	27	9
xor2	15	15
dfxtp	72	72
a21oi	27	27
clkinv	1	4
o211ai	6	6
o21ai	16	16
or2	3	3
conb	2	15
and2b	2	2
and2	2	2
bufinv	0	2
nand4	11	11
nor2	76	76
nor4	11	11
nand2b	5	5
registers in the layout, indices dropped and copies added, names as in the netlist, 2 cells and up:
name	flops
RamPixelMemory.read_cmd_byte_addr_q	24
TwoBitCounter_q	2
RamPixelMemory.Colour_q	14
RamPixelMemory.state_q	3
HPos_q	10
RamPixelMemory.ReadCMD_state_q	3
VPos_q	10
layer usage:
layer	global-route usage (%)	up-vias	routed length [µm]
li1	-	1821	-
met1	25.29	1657	4326
met2	27.52	101	3993
met3	3.338	10	458
met4	3.516	0	166
met5	0	-	0
cells by family (layout without fill, tap and decap cells):
kind of cell	count (synthesis)	count (layout)	share of synthesized area [%]
other	2	15	0.1863
XOR/XNOR	29	29	6.303
adder cells (fa/ha/maj)	15	15	4.657
multiplexers	21	21	5.216
buffers and inverters	58	124	7.979
AND/OR/NAND/NOR	197	197	24.90
flip-flops	72	72	35.77
AND-OR/OR-AND	88	88	15.00
worst paths after layout:
check / startpoint / end / slack [ps] / cells past startpoint
worst max register to register: RamPixelMemory.read_cmd_byte_addr_q[20]$_SDFFE_PP0P_ / RamPixelMemory.read_cmd_byte_addr_q[16]$_SDFFE_PP0P_ / 540 / 6
worst min-delay path: RamPixelMemory.Ready_q$_SDFFE_PP0P_ / RamPixelMemory.Ready_q$_SDFFE_PP0P_ / 450 / 2
worst max-delay path: HPos_q[0]$_SDFF_PP0_ / Red[0] / 140 / 8
worst min register to register: RamPixelMemory.Ready_q$_SDFFE_PP0P_ / RamPixelMemory.Ready_q$_SDFFE_PP0P_ / 450 / 2
stage by stage:
stage	total power [mW]	worst slack, ps	utilization [%]	TNS, ps
final	2.026	135.3	52.70	0
after global routing	2.108	-5.585	52.70	-5.585
after CTS	2.060	3.069	52.18	0
after detailed placement	1.093	295.2	49.33	0
after global placement	1.093	303.9	49.33	0
after floorplan	1.030	832.2	-	0
repair_timing:
action | 4_1_cts | 5_1_grt
buffers inserted | 0 | 1
endpoints found under the setup margin | 8 | 8
endpoints found under the hold margin | 0 | 0
pin swaps | 0 | 5
gates resized | 1 | 16
where the power goes:
group	internal [mW]	total, mW	switching [mW]	leakage (nW)
clock network	0.609	0.997	0.388	0.147
registers	0.927	0.931	0.00390	0.581
logic	0.0585	0.0984	0.0399	0.998
final cells by class:
class                   count  area share (%)
multi-input cells         365           45.79
well taps                 133           3.231
clock inverters             6           1.773
flip-flops and latches     72           28.03
repair buffers             84           15.93
clock buffers              16           3.935
inverters                  18           1.312
worst min-delay path, delay by kind of cell, from the launching register on:
kind            cells  cell delay (ps)
flops               1              320
buf+inv             1               50
compound gates      1               50
Power is estimated from default activity; no workload was simulated.
