==> design.v <==
module SPISlaveBase(
    input clk,
    input rst,
    input ss,
    input mosi,
    output miso,
    input sck,
    output done,
    input [7:0] din,
    output [7:0] dout
  );
  reg mosi_d, mosi_q;
  reg ss_d, ss_q;
  reg sck_d, sck_q;
  reg sck_old_d, sck_old_q;
  reg [7:0] data_d, data_q;
  reg done_d, done_q;
  reg [2:0] bit_ct_d, bit_ct_q;
  reg [7:0] dout_d, dout_q;
  reg miso_d, miso_q;
  assign miso = miso_q;
  assign done = done_q;
  assign dout = dout_q;
  always @(*) begin
    ss_d = ss;
    mosi_d = mosi;
    miso_d = miso_q;
    sck_d = sck;
    sck_old_d = sck_q;
    data_d = data_q;
    done_d = 1'b0;
    bit_ct_d = bit_ct_q;
    dout_d = dout_q;
    if (ss_q) begin                            
      bit_ct_d = 3'b0;                         
      data_d = din;                            
      miso_d = data_q[7];                      
    end else begin                             
      if (!sck_old_q && sck_q) begin           
        data_d = {data_q[6:0], mosi_q};        
        bit_ct_d = bit_ct_q + 1'b1;            
        if (bit_ct_q == 3'b111) begin          
          dout_d = {data_q[6:0], mosi_q};      
          done_d = 1'b1;                       
          data_d = din;                        
        end
      end else if (sck_old_q && !sck_q) begin  
        miso_d = data_q[7];                    
      end
    end
  end
  always @(posedge clk) begin
    if (rst) begin
      done_q <= 1'b0;
      bit_ct_q <= 3'b0;
      dout_q <= 8'b0;
      miso_q <= 1'b1;
    end else begin
      done_q <= done_d;
      bit_ct_q <= bit_ct_d;
      dout_q <= dout_d;
      miso_q <= miso_d;
    end
    sck_q <= sck_d;
    mosi_q <= mosi_d;
    ss_q <= ss_d;
    data_q <= data_d;
    sck_old_q <= sck_old_d;
  end
endmodule
`timescale 1ns / 1ps
module SpriteCommands #(
  parameter SpritePixelDataStartAddress = 1228801,
  parameter SpriteWidth = 32,
  parameter SpriteHeight = 32,
  parameter SpriteSize = 2048
  )(
  input Clk,
  input Rst,
  input SCLK,
	input MOSI,
	output MISO,
	input SS,
  output ReadyForCommand,
  input FinishedRendering,
  output RenderNextFrame,
  output [11:0]NumSprites,
  output [11:0]SpriteInfoAddress,
  output [29:0]SpriteInfoData,
  output WriteEnable,
  output FrameBuffer,
  input FrameBufferActive,
  input calib_done,
  output write_cmd_clk,
  output write_cmd_en,
  output [2:0]write_cmd_instr,
  output [5:0]write_cmd_bl,
  output [29:0]write_cmd_byte_addr,
  input write_cmd_empty,
  input write_cmd_full,
  output wr_clk,
  output wr_en,
  output [3:0] wr_mask,
  output [31:0] wr_data,
  input wr_full,
  input wr_empty,
  input [6:0] wr_count,
  input wr_underrun,
  input wr_error
  );
  assign ReadyForCommand = ReadyForCommand_q;
  wire FinishedTransmission;
  wire [7:0] SpiData;
  reg ReadyForCommand_q, ReadyForCommand_d;
  assign RenderNextFrame = RenderNextFrame_q;
  assign NumSprites = NumSprites_q;
  reg RenderNextFrame_q, RenderNextFrame_d = 1'b0;
  reg [11:0] NumSprites_q, NumSprites_d = 12'b0;
  reg [9:0] XPos_q, XPos_d = 10'b0;
  reg [8:0] YPos_q, YPos_d = 9'b0;
  reg [9:0] ImageNum_q, ImageNum_d = 10'b0;
  assign SpriteInfoAddress = SpriteInfoAddress_q;
  assign SpriteInfoData = SpriteInfoData_q;
  assign WriteEnable = WriteEnable_q;
  reg [11:0]SpriteInfoAddress_q, SpriteInfoAddress_d = 12'b0;
  reg [29:0]SpriteInfoData_q, SpriteInfoData_d = 30'b0;
  reg WriteEnable_q, WriteEnable_d = 1'b0;
  assign FrameBuffer = FrameBuffer_q;
  reg FrameBuffer_q, FrameBuffer_d = 1'b0;
  assign write_cmd_clk = Clk;
  assign write_cmd_en = write_cmd_en_q;
  assign write_cmd_instr = 3'b000;  
  assign write_cmd_bl = write_cmd_bl_q;
  assign write_cmd_byte_addr = write_cmd_byte_addr_q;
  assign wr_clk = Clk;
  assign wr_en = wr_en_q;
  assign wr_mask = wr_mask_q;
  assign wr_data = wr_data_q;
  reg write_cmd_en_q, write_cmd_en_d = 1'b0;
  reg [5:0] write_cmd_bl_q, write_cmd_bl_d = 6'b0;
  reg [29:0]write_cmd_byte_addr_q, write_cmd_byte_addr_d;
  reg wr_en_q, wr_en_d = 1'b0;
  reg [3:0]wr_mask_q, wr_mask_d = 4'b0;
  reg [31:0]wr_data_q, wr_data_d = 32'b0;
  localparam STATE_SIZE = 4;
  localparam Wait = 0,
             NewSprite = 1,
             NewImage = 2,
             StartRender = 3,
             ToggleFrameBuffer = 4,
             UpdateSpriteAttributes = 5;
  reg [STATE_SIZE-1:0] state_q, state_d = Wait;
  localparam NewSprite_STATE_SIZE = 3;
  localparam NewSprite_GetXPosLSB = 0,
             NewSprite_GetXPosMSB = 1,
             NewSprite_GetYPosLSB = 2,
             NewSprite_GetYPosMSB = 3,
             NewSprite_GetImageNumLSB = 4,
             NewSprite_GetImageNumMSB = 5,
             NewSprite_Write = 6;
  reg [NewSprite_STATE_SIZE-1:0] NewSprite_state_q, NewSprite_state_d = NewSprite_GetXPosLSB;
  localparam NewImage_STATE_SIZE = 3;
  localparam NewImage_GetImageNumLSB = 0,
             NewImage_GetImageNumMSB = 1,
             NewImage_Calculate = 2,
             NewImage_LoadFifo = 3,
             NewImage_CmdEnable = 4;
  reg [NewImage_STATE_SIZE-1:0] NewImage_state_q, NewImage_state_d = NewImage_GetImageNumLSB;
  localparam NewImage_WriteCMD_STATE_SIZE = 1;
  localparam NewImage_WriteCMD_Check = 0,
             NewImage_WriteCMD_Wait = 1;
  reg [NewImage_WriteCMD_STATE_SIZE-1:0] NewImage_WriteCMD_state_q,
                                         NewImage_WriteCMD_state_d = NewImage_WriteCMD_Check;
  localparam StartRender_STATE_SIZE = 1;
  localparam StartRender_Activate = 0,
             StartRender_Wait = 1;
  reg [StartRender_STATE_SIZE-1:0] StartRender_state_q,
                                   StartRender_state_d = StartRender_Activate;
  localparam UpdateSpriteAttributes_STATE_SIZE = 4;
  localparam UpdateSpriteAttributes_GetSpriteNumLSB = 0,
             UpdateSpriteAttributes_GetSpriteNumMSB = 1,
             UpdateSpriteAttributes_GetXPosLSB = 2,
             UpdateSpriteAttributes_GetXPosMSB = 3,
             UpdateSpriteAttributes_GetYPosLSB = 4,
             UpdateSpriteAttributes_GetYPosMSB = 5,
             UpdateSpriteAttributes_GetImageNumLSB = 6,
             UpdateSpriteAttributes_GetImageNumMSB = 7,
             UpdateSpriteAttributes_Write = 8;
  reg [UpdateSpriteAttributes_STATE_SIZE-1:0] UpdateSpriteAttributes_state_q,
                                              UpdateSpriteAttributes_state_d = UpdateSpriteAttributes_GetSpriteNumLSB;
  parameter CMDNewSprite = 5'd0;
  parameter CMDNewImage = 5'd1;
  parameter CMDStartRender = 5'd2;
  parameter CMDToggleFrameBuffer = 5'd3;
  parameter CMDUpdateSpriteAttributes = 5'd4;
  always @ ( * ) begin
    ReadyForCommand_d = ReadyForCommand_q;
    RenderNextFrame_d = RenderNextFrame_q;
    NumSprites_d = NumSprites_q;
    XPos_d = XPos_q;
    YPos_d = YPos_q;
    ImageNum_d = ImageNum_q;
    SpriteInfoAddress_d = SpriteInfoAddress_q;
    SpriteInfoData_d = SpriteInfoData_q;
    WriteEnable_d = WriteEnable_q;
    FrameBuffer_d = FrameBuffer_q;
    write_cmd_en_d = write_cmd_en_q;
    write_cmd_bl_d = write_cmd_bl_q;
    write_cmd_byte_addr_d = write_cmd_byte_addr_q;
    wr_en_d = wr_en_q;
    wr_mask_d = wr_mask_q;
    wr_data_d = wr_data_q;
    state_d = state_q;
    NewSprite_state_d = NewSprite_state_q;
    NewImage_state_d = NewImage_state_q;
    NewImage_WriteCMD_state_d = NewImage_WriteCMD_state_q;
    StartRender_state_d = StartRender_state_q;
    UpdateSpriteAttributes_state_d = UpdateSpriteAttributes_state_q;
    case (state_q)
      Wait:begin
        ReadyForCommand_d = 1'b1;
        if (FinishedTransmission) begin
          ReadyForCommand_d = 1'b0;
          case (SpiData[4:0])
            CMDNewSprite:begin
              SpriteInfoData_d[29] = SpiData[7];
              SpriteInfoAddress_d = NumSprites;
              state_d = NewSprite;
            end
            CMDNewImage:begin
              state_d = NewImage;
            end
            CMDStartRender:begin
              state_d = StartRender;
            end
            CMDToggleFrameBuffer:begin
              state_d = ToggleFrameBuffer;
            end
            CMDUpdateSpriteAttributes:begin
              SpriteInfoData_d[29] = SpiData[7];
              state_d = UpdateSpriteAttributes;
            end
          endcase
        end
      end
      NewSprite:begin
        case (NewSprite_state_q)
          NewSprite_GetXPosLSB:begin
            if (FinishedTransmission) begin
              SpriteInfoData_d[7:0] = SpiData;
              NewSprite_state_d = NewSprite_GetXPosMSB;
            end
          end
          NewSprite_GetXPosMSB:begin
            if (FinishedTransmission) begin
              SpriteInfoData_d[9:8] = SpiData[1:0];
              NewSprite_state_d = NewSprite_GetYPosLSB;
            end
          end
          NewSprite_GetYPosLSB:begin
            if (FinishedTransmission) begin
              SpriteInfoData_d[17:10] = SpiData;
              NewSprite_state_d = NewSprite_GetYPosMSB;
            end
          end
          NewSprite_GetYPosMSB:begin
            if (FinishedTransmission) begin
              SpriteInfoData_d[18] = SpiData[0];
              NewSprite_state_d = NewSprite_GetImageNumLSB;
            end
          end
          NewSprite_GetImageNumLSB:begin
            if (FinishedTransmission) begin
              SpriteInfoData_d[26:19] = SpiData;
              NewSprite_state_d = NewSprite_GetImageNumMSB;
            end
          end
          NewSprite_GetImageNumMSB:begin
            if (FinishedTransmission) begin
              SpriteInfoData_d[28:27] = SpiData[1:0];
              WriteEnable_d = 1'b1;
              NewSprite_state_d = NewSprite_Write;
            end
          end
          NewSprite_Write:begin
            WriteEnable_d = 1'b0;
            NewSprite_state_d = NewSprite_GetXPosLSB;
            NumSprites_d = NumSprites_q + 1'b1;
            state_d = Wait;
          end
        endcase
      end
      NewImage:begin
        case (NewImage_state_q)
          NewImage_GetImageNumLSB:begin
            if (FinishedTransmission) begin
              ImageNum_d[7:0] = SpiData;
              NewImage_state_d = NewImage_GetImageNumMSB;
            end
          end
          NewImage_GetImageNumMSB:begin
            if (FinishedTransmission) begin
              ImageNum_d[9:8] = SpiData[1:0];
              write_cmd_bl_d = 6'd15;  
              NewImage_state_d = NewImage_Calculate;
            end
          end
          NewImage_Calculate:begin
            write_cmd_byte_addr_d = SpritePixelDataStartAddress + (ImageNum_q * SpriteSize);
            NewImage_state_d = NewImage_LoadFifo;
          end
          NewImage_LoadFifo:begin
            wr_en_d = 1'b0;
            if(FinishedTransmission)begin
              XPos_d = XPos_q + 1'b1;
              case (XPos_q)
                10'd0:wr_data_d[7:0] = SpiData;
                10'd1:wr_data_d[15:8] = SpiData;
                10'd2:wr_data_d[23:16] = SpiData;
                10'd3:begin
                  wr_data_d[31:24] = SpiData;
                  wr_en_d = 1'b1;
                  XPos_d = 10'd0;
                end
              endcase
            end
            case (NewImage_WriteCMD_state_q)
              NewImage_WriteCMD_Check:begin
                if (wr_count >= 7'd16) begin   
                  write_cmd_en_d = 1'b1;
                  YPos_d = YPos_q + 1'b1;
                  NewImage_WriteCMD_state_d = NewImage_WriteCMD_Wait;
                end
              end
              NewImage_WriteCMD_Wait:begin
                write_cmd_en_d = 1'b0;
                if(YPos_q <= 5'd31)begin  
                  if(wr_count <= 7'd8)begin
                    write_cmd_byte_addr_d = write_cmd_byte_addr_q + 7'd64;
                    NewImage_WriteCMD_state_d = NewImage_WriteCMD_Check;
                  end
                end else begin
                  YPos_d = 9'b0;
                  XPos_d = 10'b0;
                  ImageNum_d = 10'b0;
                  NewImage_state_d = NewImage_GetImageNumLSB;
                  NewImage_WriteCMD_state_d = NewImage_WriteCMD_Check;
                  state_d = Wait;
                end
              end
            endcase
          end
        endcase
      end
      UpdateSpriteAttributes:begin
        case (UpdateSpriteAttributes_state_q)
          UpdateSpriteAttributes_GetSpriteNumLSB:begin
            if (FinishedTransmission) begin
              SpriteInfoAddress_d[7:0] = SpiData;
              UpdateSpriteAttributes_state_d = UpdateSpriteAttributes_GetSpriteNumMSB;
            end
          end
          UpdateSpriteAttributes_GetSpriteNumMSB:begin
            if (FinishedTransmission) begin
              SpriteInfoAddress_d[11:8] = SpiData[3:0];
              UpdateSpriteAttributes_state_d = UpdateSpriteAttributes_GetXPosLSB;
            end
          end
          UpdateSpriteAttributes_GetXPosLSB:begin
            if (FinishedTransmission) begin
              SpriteInfoData_d[7:0] = SpiData;
              UpdateSpriteAttributes_state_d = UpdateSpriteAttributes_GetXPosMSB;
            end
          end
          UpdateSpriteAttributes_GetXPosMSB:begin
            if (FinishedTransmission) begin
              SpriteInfoData_d[9:8] = SpiData[1:0];
              UpdateSpriteAttributes_state_d = UpdateSpriteAttributes_GetYPosLSB;
            end
          end
          UpdateSpriteAttributes_GetYPosLSB:begin
            if (FinishedTransmission) begin
              SpriteInfoData_d[17:10] = SpiData;
              UpdateSpriteAttributes_state_d = UpdateSpriteAttributes_GetYPosMSB;
            end
          end
          UpdateSpriteAttributes_GetYPosMSB:begin
            if (FinishedTransmission) begin
              SpriteInfoData_d[18] = SpiData[0];
              UpdateSpriteAttributes_state_d = UpdateSpriteAttributes_GetImageNumLSB;
            end
          end
          UpdateSpriteAttributes_GetImageNumLSB:begin
            if (FinishedTransmission) begin
              SpriteInfoData_d[26:19] = SpiData;
              UpdateSpriteAttributes_state_d = UpdateSpriteAttributes_GetImageNumMSB;
            end
          end
          UpdateSpriteAttributes_GetImageNumMSB:begin
            if (FinishedTransmission) begin
              SpriteInfoData_d[28:27] = SpiData[1:0];
              WriteEnable_d = 1'b1;
              UpdateSpriteAttributes_state_d = UpdateSpriteAttributes_Write;
            end
          end
          UpdateSpriteAttributes_Write:begin
            WriteEnable_d = 1'b0;
            UpdateSpriteAttributes_state_d = UpdateSpriteAttributes_GetSpriteNumLSB;
            state_d = Wait;
          end
        endcase
      end
      StartRender:begin
        case (StartRender_state_q)
          StartRender_Activate:begin
            if(FrameBuffer_q == FrameBufferActive)begin
              RenderNextFrame_d = 1'b1;
              StartRender_state_d = StartRender_Wait;
            end
          end
          StartRender_Wait:begin
            RenderNextFrame_d = 1'b0;
            if(FinishedRendering)begin
                FrameBuffer_d = ~FrameBufferActive;  
                StartRender_state_d = StartRender_Activate;
                state_d = Wait;
            end
          end
        endcase
      end
      ToggleFrameBuffer:begin
        FrameBuffer_d = ~FrameBufferActive;
        state_d = Wait;
      end
    endcase
  end
  always @ (posedge Clk) begin
    if (Rst || ~calib_done) begin
      ReadyForCommand_q <= 1'b0;
      RenderNextFrame_q <= 1'b0;
      NumSprites_q <= 12'b0;
      XPos_q <= 10'b0;
      YPos_q <= 9'b0;
      ImageNum_q <= 10'b0;
      SpriteInfoAddress_q <= 12'b0;
      SpriteInfoData_q <= 30'b0;
      WriteEnable_q <= 1'b0;
      FrameBuffer_q <= 1'b0;
      write_cmd_en_q <= 1'b0;
      write_cmd_bl_q <= 6'b0;
      write_cmd_byte_addr_q <= 30'b0;
      wr_en_q <= 1'b0;
      wr_mask_q <= 4'b0;
      wr_data_q <= 32'b0;
      state_q <= Wait;
      NewSprite_state_q <= NewSprite_GetXPosLSB;
      NewImage_state_q <= NewImage_GetImageNumLSB;
      NewImage_WriteCMD_state_q <= NewImage_WriteCMD_state_d;
      StartRender_state_q <= StartRender_Activate;
      UpdateSpriteAttributes_state_q <= UpdateSpriteAttributes_GetSpriteNumLSB;
    end else begin
      ReadyForCommand_q <= ReadyForCommand_d;
      RenderNextFrame_q <= RenderNextFrame_d;
      NumSprites_q <= NumSprites_d;
      XPos_q <= XPos_d;
      YPos_q <= YPos_d;
      ImageNum_q <= ImageNum_d;
      SpriteInfoAddress_q <= SpriteInfoAddress_d;
      SpriteInfoData_q <= SpriteInfoData_d;
      WriteEnable_q <= WriteEnable_d;
      FrameBuffer_q <= FrameBuffer_d;
      write_cmd_en_q <= write_cmd_en_d;
      write_cmd_bl_q <= write_cmd_bl_d;
      write_cmd_byte_addr_q <= write_cmd_byte_addr_d;
      wr_en_q <= wr_en_d;
      wr_mask_q <= wr_mask_d;
      wr_data_q <= wr_data_d;
      state_q <= state_d;
      NewSprite_state_q <= NewSprite_state_d;
      NewImage_state_q <= NewImage_state_d;
      NewImage_WriteCMD_state_q <= NewImage_WriteCMD_state_d;
      StartRender_state_q <= StartRender_state_d;
      UpdateSpriteAttributes_state_q <= UpdateSpriteAttributes_state_d;
    end
  end
  SPISlaveBase SPIReceiver(
	    .clk(Clk),
	    .rst(Rst),	 
	    .ss(SS),
	    .mosi(MOSI),
	    .miso(MISO),
	    .sck(SCLK),
			.done(FinishedTransmission),
	    .din(8'b11100111),
	    .dout(SpiData)
	  );
endmodule
==> run.sh <==
#!/bin/bash
# OpenROAD 26Q1-2900-gdf79404cd8, Yosys 0.63+post, stock flow scripts
make -C /OpenROAD-flow-scripts/flow DESIGN_CONFIG=/design/flow/config.mk WORK_HOME=/design/flow/orfs finish
==> config.mk <==
export PLATFORM = sky130hd
export DESIGN_NAME = SpriteCommands
export DESIGN_NICKNAME = SpriteCommands
export VERILOG_FILES = /design/flow/design.v
export SDC_FILE = /design/flow/constraint.sdc
export NUM_CORES = 4
export LEC_CHECK = 1
export CORE_UTILIZATION = 50
==> constraint.sdc <==
current_design SpriteCommands

set clk_period 7.0
set clk_io_pct 0.2

create_clock -name clk0 -period $clk_period [get_ports {Clk}]

set non_clock_inputs [all_inputs -no_clocks]
set_input_delay [expr $clk_period * $clk_io_pct] -clock clk0 $non_clock_inputs
set_output_delay [expr $clk_period * $clk_io_pct] -clock clk0 [all_outputs]
==> ci_impl_report.md <==
### Yosys + OpenROAD results

| Metric | Value |
|---|---|
| CTS resizes | `0` |
| Slew Viols, Final | `0` |
| Dominant Register Cell | `dfxtp_1` |
| Critical Path Source Type | `clock port` |
| Top cells, area | `dfxtp_1, mux2i_1, a21oi_1` |
| Worst hold stages | `0` |
| Share of layout cells above drive strength 1 | `6.60%` |
| WP data required | `5.60 ns` |
| WP data arrival | `4.15 ns` |
| Postcts setup bufs | `0` |
| CTS Hold Bufs | `0` |
| CTS tree | `built` |
| Gr ovfl total | `0` |
| Top-area cell share | `46.2%` |
| Final Non-Filler Cells | `1341` |
| Antenna cell count | `0` |
| Hold Crit Class | `reg -> reg` |
| Most common logic cells in the final layout | `dfxtp_1, clkdlybuf4s50_1, nor2_1` |
| Die W | `133 um` |
| Worst Max-Slew Pin Slew | `0.913 ns` |
| Synth async-reset ratio | `0%` |
| Endpoints failing setup | `0` |
| Most numerous logic cell after layout | `dfxtp_1` |
| Seq pwr share | `51.7%` |
| GP Congestion | `0.836` |
| Sw Share | `22.0%` |
| Die height | `133 um` |
| Gate Count Post-Synth | `1002` |
| Area leader, netlist | `dfxtp_1` |
| RSZ-0062 raised after global routing | `no` |
| Chip area | `0.0178 mm2` |
| Wire length of the first global-routing pass | `34.8 mm` |
| Pre-CTS WS | `1.73 ns` |
| Leakage | `3.52 nW` |
| Vias in the first global route | `6729` |
| Via count | `7293` |
| Pin count of the biggest net entering global routing | `73` |
| Max-Cap Viols | `0` |
| Seq cells post-synth | `200` |
| Post-placement cell count | `1305` |
| Post-synth EDFFs | `1` |
| TritonRoute pass-1 iters | `5` |
| Final hold viol count | `0` |
| Sw Pwr | `488 uW` |
| Area grow syn2layout | `23.6%` |
| Worst Reg2Reg Path Length in Cells | `7` |
| Max IR drop VDD | `0.239 mV` |
| Critical Path Fanout Max | `2` |
| Element type at the critical path end | `primary output` |
| OpenROAD warning count | `37` |
| Setup_tns | `0 ns` |
| Crit path setup slack, layout | `1.45 ns` |
| Row Count | `47` |
| Clk pwr share | `46.6%` |
| Initial antenna violation count | `0` |
| Post-synth seq share | `46.6%` |
| Min Hold Slack | `0.374 ns` |
| Clk latency of the worst-skew pair | `0.54 ns` |
| Clk slew on worst S/H paths | `0.07 ns` |
| DR WL/cell | `15.9 um` |
| Gate Area | `0.00416 mm2` |
| Remaining DRCs | `0` |
| # fillers | `1447` |
| Max-slew headroom | `39.0%` |
| Synth Cell Area | `0.00861 mm2` |
| I/O Buffers | `138` |
| DP HPWL | `14.0 mm` |
| Combinational share of power | `1.8%` |
| Iteration-0 DRC Markers | `451` |
| Core Box Area | `0.0167 mm2` |
| DRT antenna net count | `0` |
| Int Power | `1.73 mW` |
| Num ports | `159` |
| YS chip area | `0.00861 mm2` |
| Initial Util | `51.6%` |
| Gr usage total | `25.1%` |
| Status | `complete, no violations` |
| Cell Type Count | `72` |
| Via density per instance | `5.44` |
| Ys cells | `1002` |
| Pwr/cell area | `208 mW/mm2` |
| Setup CP Type | `clk -> out` |
| Synthesized area per cell | `8.60 um2` |
| Reg area | `0.00401 mm2` |
| Post-detailed-routing wire length | `21.4 mm` |
| YS warnings | `2` |
| Final Skew | `0.00921 ns` |
==> cells in the mapped netlist (5+ instances only) <==
library cell / number
ha_1: 10
o21bai_1: 7
mux2i_1: 53
nor2b_1: 5
o22ai_1: 9
a21oi_1: 96
buf_1: 5
nor2_1: 126
or4_1: 7
xor2_1: 14
o211ai_1: 5
nor3_1: 19
nand2_1: 102
or3_1: 9
dfxtp_1: 199
nand4_1: 14
buf_2: 7
inv_1: 17
a21o_1: 8
a211oi_1: 12
nor3b_1: 5
o21ai_0: 22
nand2b_1: 7
xnor2_1: 12
buf_4: 24
and3_1: 7
a22oi_1: 11
nand3_1: 71
clkbuf_1: 45
==> critical path, cell delays in order <==
cell and delay [ns]:
clkbuf_16 0.12, clkbuf_16 0.13, clkdlybuf4s50_1 0.39
==> power by group through the flow <==
stage	combinational (mW)	sequential (mW)	clock (mW)
4_1_cts	0.0399	1.14	1.06
5_1_grt	0.0433	1.14	1.11
6_report	0.0392	1.14	1.03
==> area by class of cell <==
cell class	count	area share, %
Multi-Input combinational cell	713	39.1
Sequential cell	200	37.7
Timing Repair Buffer	151	13.8
Clock buffer	25	5.19
Tap cell	220	2.58
Clock inverter	13	0.952
Inverter	19	0.670
==> through the flow <==
stage | power [mW] | utilization (%) | cell area [um2]
floorplan | 1.21 | - | 8660
global placement | 1.23 | 60.0 | 10000
detailed placement | 1.23 | 60.0 | 10000
CTS | 2.24 | 63.8 | 10600
global route | 2.30 | 63.8 | 10600
finish | 2.22 | 63.8 | 10600
==> state kept, by name (all words and copies together), names as in the netlist, 9 cells and up <==
register	count
NumSprites_q	12
XPos_q	10
SpriteInfoAddress_q	12
UpdateSpriteAttributes_state_q	9
SpriteInfoData_q	30
wr_data_q	32
write_cmd_byte_addr_q	25
YPos_q	9
ImageNum_q	10
==> kinds of logic (layout without fill, tap and decap cells) <==
| family | count (synthesis) | in the layout | synth area share (%) |
|---|---|---|---|
| compound gates | 205 | 205 | 14.9 |
| buf+inv | 102 | 208 | 5.77 |
| mux | 56 | 56 | 6.55 |
| fa+ha+maj | 10 | 10 | 1.45 |
| flops | 200 | 200 | 46.6 |
| simple gates | 402 | 402 | 22.1 |
| xor+xnor | 26 | 26 | 2.64 |
| other cells | 1 | 14 | 0.0435 |
==> final timing paths <==
| check | start | slack [ns] | end |
|---|---|---|---|
| worst max register to register | NewImage_state_q[3]$_DFF_P_ | 4.55 | write_cmd_byte_addr_q[27]$_SDFFE_PP0P_ |
| worst min register to register | SPIReceiver.sck_q$_DFF_P_ | 0.37 | SPIReceiver.sck_old_q$_DFF_P_ |
| worst max-delay path | Clk | 1.45 | wr_clk |
| worst min-delay path | SPIReceiver.sck_q$_DFF_P_ | 0.37 | SPIReceiver.sck_old_q$_DFF_P_ |
==> per-layer routing <==
metal / up-vias / share of wire [%] / GRT usage, %
met5: - / 0 / 0
met4: 0 / 0.60 / 2.40
met3: 8 / 6.8 / 6.72
met2: 163 / 46 / 39.2
met1: 3427 / 46 / 37.6
li1: 3695 / - / -
Power and IR drop assume default switching activity.
